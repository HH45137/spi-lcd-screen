==> flow/design.v <==
`timescale 1ps/1ps
module spi_screen(
	input clk,  
	input resetn,
	output lcd_resetn,
	output lcd_clk,
	output lcd_cs,
	output lcd_rs,
	output lcd_data
);
localparam MAX_CMDS = 69;
wire [8:0] init_cmd[MAX_CMDS:0];
assign init_cmd[ 0] = 9'h036;
assign init_cmd[ 1] = 9'h170;
assign init_cmd[ 2] = 9'h03A;
assign init_cmd[ 3] = 9'h105;
assign init_cmd[ 4] = 9'h0B2;
assign init_cmd[ 5] = 9'h10C;
assign init_cmd[ 6] = 9'h10C;
assign init_cmd[ 7] = 9'h100;
assign init_cmd[ 8] = 9'h133;
assign init_cmd[ 9] = 9'h133;
assign init_cmd[10] = 9'h0B7;
assign init_cmd[11] = 9'h135;
assign init_cmd[12] = 9'h0BB;
assign init_cmd[13] = 9'h119;
assign init_cmd[14] = 9'h0C0;
assign init_cmd[15] = 9'h12C;
assign init_cmd[16] = 9'h0C2;
assign init_cmd[17] = 9'h101;
assign init_cmd[18] = 9'h0C3;
assign init_cmd[19] = 9'h112;
assign init_cmd[20] = 9'h0C4;
assign init_cmd[21] = 9'h120;
assign init_cmd[22] = 9'h0C6;
assign init_cmd[23] = 9'h10F;
assign init_cmd[24] = 9'h0D0;
assign init_cmd[25] = 9'h1A4;
assign init_cmd[26] = 9'h1A1;
assign init_cmd[27] = 9'h0E0;
assign init_cmd[28] = 9'h1D0;
assign init_cmd[29] = 9'h104;
assign init_cmd[30] = 9'h10D;
assign init_cmd[31] = 9'h111;
assign init_cmd[32] = 9'h113;
assign init_cmd[33] = 9'h12B;
assign init_cmd[34] = 9'h13F;
assign init_cmd[35] = 9'h154;
assign init_cmd[36] = 9'h14C;
assign init_cmd[37] = 9'h118;
assign init_cmd[38] = 9'h10D;
assign init_cmd[39] = 9'h10B;
assign init_cmd[40] = 9'h11F;
assign init_cmd[41] = 9'h123;
assign init_cmd[42] = 9'h0E1;
assign init_cmd[43] = 9'h1D0;
assign init_cmd[44] = 9'h104;
assign init_cmd[45] = 9'h10C;
assign init_cmd[46] = 9'h111;
assign init_cmd[47] = 9'h113;
assign init_cmd[48] = 9'h12C;
assign init_cmd[49] = 9'h13F;
assign init_cmd[50] = 9'h144;
assign init_cmd[51] = 9'h151;
assign init_cmd[52] = 9'h12F;
assign init_cmd[53] = 9'h11F;
assign init_cmd[54] = 9'h11F;
assign init_cmd[55] = 9'h120;
assign init_cmd[56] = 9'h123;
assign init_cmd[57] = 9'h021;
assign init_cmd[58] = 9'h029;
assign init_cmd[59] = 9'h02A;  
assign init_cmd[60] = 9'h100;
assign init_cmd[61] = 9'h128;
assign init_cmd[62] = 9'h101;
assign init_cmd[63] = 9'h117;
assign init_cmd[64] = 9'h02B;  
assign init_cmd[65] = 9'h100;
assign init_cmd[66] = 9'h135;
assign init_cmd[67] = 9'h100;
assign init_cmd[68] = 9'h1BB;
assign init_cmd[69] = 9'h02C;  
localparam INIT_RESET   = 4'b0000;  
localparam INIT_PREPARE = 4'b0001;  
localparam INIT_WAKEUP  = 4'b0010;  
localparam INIT_SNOOZE  = 4'b0011;  
localparam INIT_WORKING = 4'b0100;  
localparam INIT_DONE    = 4'b0101;  
localparam CNT_100MS = 32'd27;
localparam CNT_120MS = 32'd32;
localparam CNT_200MS = 32'd54;
localparam SCREEN_WIDTH = 240;
localparam SCREEN_HEIGHT = 135;
localparam SCREEN_PIXEL_TOTAL = SCREEN_WIDTH * SCREEN_HEIGHT;
reg [ 3:0] init_state;
reg [ 6:0] cmd_index;
reg [31:0] clk_cnt;
reg [ 4:0] bit_loop;
reg [15:0] pixel_cnt;
reg lcd_cs_r;
reg lcd_rs_r;
reg lcd_reset_r;
reg [7:0] spi_data;
assign lcd_resetn = lcd_reset_r;
assign lcd_clk    = ~clk;
assign lcd_cs     = lcd_cs_r;
assign lcd_rs     = lcd_rs_r;
assign lcd_data   = spi_data[7];  
reg [15:0] pixel;
reg [7:0] coord_x;			 
reg [7:0] coord_y;			 
reg [4:0] r;
reg [5:0] g;
reg [4:0] b;
always@(posedge clk or negedge resetn) begin
	if (~resetn) begin
		clk_cnt <= 0;
		cmd_index <= 0;
		init_state <= INIT_RESET;
		lcd_cs_r <= 1;
		lcd_rs_r <= 1;
		lcd_reset_r <= 0;
		spi_data <= 8'hFF;
		bit_loop <= 0;
		pixel_cnt <= 0;
		coord_x <= 0;
		coord_y <= 0;
	end else begin
		case (init_state)
			INIT_RESET : begin
				if (clk_cnt == CNT_100MS) begin
					clk_cnt <= 0;
					init_state <= INIT_PREPARE;
					lcd_reset_r <= 1;
				end else begin
					clk_cnt <= clk_cnt + 1;
				end
			end
			INIT_PREPARE : begin
				if (clk_cnt == CNT_200MS) begin
					clk_cnt <= 0;
					init_state <= INIT_WAKEUP;
				end else begin
					clk_cnt <= clk_cnt + 1;
				end
			end
			INIT_WAKEUP : begin
				if (bit_loop == 0) begin
					lcd_cs_r <= 0;
					lcd_rs_r <= 0;
					spi_data <= 8'h11;  
					bit_loop <= bit_loop + 1;
				end else if (bit_loop == 8) begin
					lcd_cs_r <= 1;
					lcd_rs_r <= 1;
					bit_loop <= 0;
					init_state <= INIT_SNOOZE;
				end else begin
					spi_data <= { spi_data[6:0], 1'b1 };
					bit_loop <= bit_loop + 1;
				end
			end
			INIT_SNOOZE : begin
				if (clk_cnt == CNT_120MS) begin
					clk_cnt <= 0;
					init_state <= INIT_WORKING;
				end else begin
					clk_cnt <= clk_cnt + 1;
				end
			end
			INIT_WORKING : begin
				if (cmd_index == MAX_CMDS + 1) begin
					init_state <= INIT_DONE;
				end else begin
					if (bit_loop == 0) begin
						lcd_cs_r <= 0;
						lcd_rs_r <= init_cmd[cmd_index][8];
						spi_data <= init_cmd[cmd_index][7:0];
						bit_loop <= bit_loop + 1;
					end else if (bit_loop == 8) begin
						lcd_cs_r <= 1;
						lcd_rs_r <= 1;
						bit_loop <= 0;
						cmd_index <= cmd_index + 1;  
					end else begin
						spi_data <= { spi_data[6:0], 1'b1 };
						bit_loop <= bit_loop + 1;
					end
				end
			end
			INIT_DONE : begin
				if (pixel_cnt == 32400) begin
					;  
				end else begin
					if (pixel_cnt % SCREEN_WIDTH == 0) begin
						coord_y <= coord_y + 1;
						coord_x <= 0;   
					end else begin
						coord_x <= coord_x + 1;   
					end
					r = coord_x[7:3];
					g = coord_y[7:2];
					b = 5'h0;
					pixel <= { r, g, b };
					if (bit_loop == 0) begin
						lcd_cs_r <= 0;
						lcd_rs_r <= 1;
						spi_data <= pixel[15:8];
						bit_loop <= bit_loop + 1;
					end else if (bit_loop == 8) begin
						spi_data <= pixel[7:0];
						bit_loop <= bit_loop + 1;
					end else if (bit_loop == 16) begin
						lcd_cs_r <= 1;
						lcd_rs_r <= 1;
						bit_loop <= 0;
						pixel_cnt <= pixel_cnt + 1;  
					end else begin
						spi_data <= { spi_data[6:0], 1'b1 };
						bit_loop <= bit_loop + 1;
					end
				end
			end
		endcase
	end
end
endmodule
==> flow/run.sh <==
#!/bin/bash
# OpenROAD 26Q1-2900-gdf79404cd8, Yosys 0.63+post, stock flow scripts
make -C /OpenROAD-flow-scripts/flow DESIGN_CONFIG=/design/flow/config.mk WORK_HOME=/design/flow/orfs finish
==> flow/config.mk <==
export PLATFORM = sky130hd
export DESIGN_NAME = spi_screen
export DESIGN_NICKNAME = spi_screen
export VERILOG_FILES = /design/flow/design.v
export SDC_FILE = /design/flow/constraint.sdc
export NUM_CORES = 4
export LEC_CHECK = 1
export CORE_UTILIZATION = 30
==> flow/constraint.sdc <==
current_design spi_screen

set clk_period 6.9
set clk_io_pct 0.2

create_clock -name clk0 -period $clk_period [get_ports {clk}]

set non_clock_inputs [all_inputs -no_clocks]
set_input_delay [expr $clk_period * $clk_io_pct] -clock clk0 $non_clock_inputs
set_output_delay [expr $clk_period * $clk_io_pct] -clock clk0 [all_outputs]
==> impl_metrics.prom <==
# HELP chip_impl_metric Implementation results
# TYPE chip_impl_metric gauge
chip_impl_info{name="timing.hold.worst.start",value="coord_y[7]"} 1
chip_impl_metric{name="drc",unit=""} 0
chip_impl_metric{name="wire_length_of_the_first_global_routing_pass",unit="um"} 27940
chip_impl_metric{name="pwr_density_cell",unit="nW/um^2"} 149.3
chip_impl_metric{name="first_global_vias",unit=""} 5497
chip_impl_metric{name="timing.max_cap.violations",unit=""} 0
chip_impl_metric{name="initCoreUtil",unit="%"} 30.67
chip_impl_metric{name="clock_tree.buffer_depth",unit=""} 2
chip_impl_metric{name="critical_path_peak_fanout",unit=""} 20
chip_impl_info{name="grt_setup_unrepaired",value="no"} 1
chip_impl_metric{name="dp_cells",unit=""} 1116
chip_impl_metric{name="grt_usage",unit="%"} 14.16
chip_impl_metric{name="hpwlAfterDp",unit="um"} 11530
chip_impl_info{name="crit_path_start",value="clk"} 1
chip_impl_metric{name="setup_viol",unit=""} 0
chip_impl_info{name="worstHoldPathType",value="reg -> reg"} 1
chip_impl_metric{name="leakagePower",unit="nW"} 3.100
chip_impl_info{name="top_area_cell",value="dfrtp_1"} 1
chip_impl_metric{name="layout.core_utilization",unit="%"} 33.35
chip_impl_metric{name="grt_start_max_net_pins",unit=""} 50
chip_impl_info{name="synthTopCellsByArea",value="dfrtp_1, xnor2_1, nand2_1, edfxtp_1, dfstp_2"} 1
chip_impl_metric{name="cts-resized-gates",unit=""} 0
chip_impl_metric{name="peakVddDrop",unit="V"} 0.0001707
chip_impl_metric{name="synth_largest_type_area_fraction",unit="%"} 28.51
chip_impl_metric{name="pre_cts_slack",unit="ns"} 1.607
chip_impl_metric{name="logic_area",unit="um^2"} 4227
chip_impl_metric{name="detail_route.first_pass.iterations",unit=""} 5
chip_impl_info{name="synth_top_flop_cell",value="dfrtp_1"} 1
chip_impl_info{name="root_buffer",value="clkbuf_16"} 1
chip_impl_info{name="crit_type",value="clk -> out"} 1
chip_impl_metric{name="die_width",unit="um"} 156.9
chip_impl_metric{name="synth-async-reset-ratio",unit="%"} 89.42
chip_impl_metric{name="slew_headroom",unit="%"} 48.54
chip_impl_metric{name="wl_per_cell",unit="um"} 14.58
chip_impl_info{name="crit_path_start_kind",value="clock port"} 1
chip_impl_metric{name="syn_avg_cell_area",unit="um^2"} 8.672
chip_impl_metric{name="setup_slack",unit="ns"} 1.212
chip_impl_metric{name="netlist-cell-type-count",unit=""} 93
chip_impl_info{name="end_kind",value="output port"} 1
chip_impl_info{name="cts_tree",value="built"} 1
chip_impl_metric{name="ant_nets",unit=""} 0
chip_impl_metric{name="stdcell_count",unit=""} 1132
chip_impl_metric{name="timing.final.max_slew_violations",unit=""} 0
chip_impl_metric{name="grt.overflow.total",unit=""} 0
chip_impl_metric{name="yosysWarningCount",unit=""} 1
chip_impl_metric{name="ctsHtreeMaxLevel",unit=""} 3
chip_impl_metric{name="worst_r2r_path_depth",unit=""} 18
chip_impl_metric{name="fin_skew",unit="ns"} 0.01141
chip_impl_metric{name="total_power",unit="mW"} 1.169
chip_impl_metric{name="die_height",unit="um"} 156.9
chip_impl_metric{name="num-fill-cells",unit=""} 2355
chip_impl_metric{name="postCtsSetupBuffers",unit=""} 0
chip_impl_metric{name="cts.clk_slew.worst_paths",unit="ns"} 0.07
chip_impl_metric{name="cts_inserted_buffers",unit=""} 9
chip_impl_info{name="outcome",value="completed"} 1
chip_impl_metric{name="fin_worst_hold_slack",unit="ns"} 0.4763
chip_impl_metric{name="num_rows",unit=""} 56
chip_impl_metric{name="gpl.final_weighted_congestion",unit=""} 0.9515
chip_impl_metric{name="worst-endpoint-required",unit="ns"} 5.52
chip_impl_metric{name="synth-cells-yosys",unit=""} 830
chip_impl_metric{name="min_delay_path_depth",unit=""} 1
chip_impl_metric{name="post_synth_inst_count",unit=""} 830
chip_impl_metric{name="vias_per_cell",unit=""} 5.345
chip_impl_metric{name="cts-hold-fix-buffers",unit=""} 0
chip_impl_metric{name="io_pins",unit=""} 7
chip_impl_metric{name="first_iter_violations",unit=""} 408
chip_impl_metric{name="tightest_slew",unit="ns"} 0.7525
chip_impl_metric{name="dpl-instance-area",unit="um^2"} 7516
chip_impl_metric{name="cp_data_arrival_time",unit="ns"} 4.31
chip_impl_metric{name="antenna_violations_before_repair",unit=""} 0
chip_impl_metric{name="drive_gt1_share",unit="%"} 8.979
chip_impl_metric{name="synth_flop_count",unit=""} 104
chip_impl_metric{name="drt_wl_total",unit="um"} 16510
chip_impl_metric{name="vias",unit=""} 6050
chip_impl_metric{name="portBuffers",unit=""} 6
chip_impl_metric{name="detail_route.antenna_diodes",unit=""} 0
chip_impl_metric{name="netlist_area_before_placement",unit="um^2"} 7198
chip_impl_metric{name="area_growth_syn_to_layout",unit="%"} 8.761
chip_impl_metric{name="final_design_area_no_fill",unit="um^2"} 7829
chip_impl_metric{name="die-area",unit="um^2"} 24620
chip_impl_metric{name="final_hold_viol_count",unit=""} 0
chip_impl_metric{name="setup_tns",unit="ns"} 0
chip_impl_metric{name="clk-insertion-delay-late",unit="ns"} 0.35
chip_impl_info{name="worstReg2RegStart",value="pixel_cnt[12]"} 1
chip_impl_metric{name="warnings",unit=""} 34
chip_impl_metric{name="yosys-stat-area",unit="um^2"} 7198
chip_impl_metric{name="layout.area.seq",unit="um^2"} 2671
chip_impl_metric{name="floorplan_core_area",unit="um^2"} 23470
chip_impl_metric{name="post_synth_edffs",unit=""} 11
chip_impl_metric{name="yosysSeqAreaShare",unit="%"} 37.11
## synth_stat cells, drive strengths merged (4+ instances only)
library cell and n:
a211oi 9, nand2 101, a21o 6, and2 9, o22ai 10, dfrtp 82
clkbuf 34, o31ai 6, and4 6, o21a 7, edfxtp 11, nor3 29
a31oi 11, nand2b 16, nand4 14, mux2 4, nand3 53, nor2 49
a22o 4, buf 16, inv 19, o21ai 49, a21oi 41, mux2i 8
and3 22, xor2 13, a32oi 5, nor4 15, o211ai 9, a22oi 5
nor2b 14, o221ai 4, or2 4, dfstp 11, or3 7, ha 14
xnor2 50
## registers in the layout, summed over array words and instances, names as in the netlist
name / count
lcd_cs_r: 1
lcd_rs_r: 1
cmd_index: 7
bit_loop: 5
pixel: 11
clk_cnt: 32
pixel_cnt: 16
coord_x: 8
spi_data: 8
lcd_reset_r: 1
init_state: 6
coord_y: 8
## final cells by class
type	count	area share [%]
multi-input combinational	655	53.99
clock inverter	7	0.8471
tap	319	5.098
timing repair buffer	16	1.662
clock buffer	11	3.324
sequential	104	34.12
inverter	20	0.9589
## critical path: stages
cell and delay [ns]:
clkbuf_16 0.17, clkbuf_16 0.18, inv_1 0.06, clkdlybuf4s50_1 0.45
## power breakdown
group,switching [mW],internal (mW),leakage [nW]
logic,0.0105,0.000727,1.55
registers,0,0.617,1.39
clock network,0.252,0.288,0.163
## metal layers
| layer | global-route usage, % | routed length (um) | vias to the layer above |
|---|---|---|---|
| li1 | - | - | 3024 |
| met1 | 22.16 | 8073 | 2809 |
| met2 | 21.25 | 7309 | 193 |
| met3 | 2.047 | 844 | 24 |
| met4 | 2.801 | 280 | 0 |
| met5 | 0 | 0 | - |
## kinds of logic after synthesis
kind of cell | after synthesis | synth area share [%]
AND-OR/OR-AND | 212 | 21.19
XOR/XNOR | 63 | 7.770
adder cells (fa/ha/maj) | 16 | 2.729
buffers and inverters | 71 | 4.172
flip-flops | 104 | 37.11
multiplexers | 12 | 1.790
AND/OR/NAND/NOR | 352 | 25.24
## placed cells by master (no fill, tap or decap), types with 13 or more instances in the layout
master / n
nand2_1: 100
dfrtp_1: 82
xnor2_1: 49
nand3_1: 48
nor2_1: 48
o21ai_0: 43
a21oi_1: 40
nor3_1: 29
and3_1: 21
inv_1: 19
nand2b_1: 16
nor4_1: 15
nor2b_1: 14
ha_1: 14
nand4_1: 13
xor2_1: 13
## path summary, 6_finish.rpt
kind | slack, ns | to
max | 1.21 | lcd_clk
min | 0.48 | coord_y[7]
max reg2reg | 1.58 | coord_y[1]
min reg2reg | 0.48 | coord_y[7]
max in group asynchronous | 4.81 | bit_loop[1]
min in group asynchronous | 1.02 | clk_cnt[20]
Power is estimated from default activity; no workload was simulated.
